`./config.mk`:
```
export PLATFORM = sky130hd
export DESIGN_NAME = uart_tx
export DESIGN_NICKNAME = uart_tx
export VERILOG_FILES = /design/flow/design.v
export SDC_FILE = /design/flow/constraint.sdc
export NUM_CORES = 4
export LEC_CHECK = 1
export CORE_AREA = 10 10 87 87
export DIE_AREA = 0 0 97 97
```
`./constraint.sdc`:
```
current_design uart_tx

set clk_period 1.8
set clk_io_pct 0.2

create_clock -name clk0 -period $clk_period [get_ports {clk}]

set non_clock_inputs [all_inputs -no_clocks]
set_input_delay [expr $clk_period * $clk_io_pct] -clock clk0 $non_clock_inputs
set_output_delay [expr $clk_period * $clk_io_pct] -clock clk0 [all_outputs]
```
`./design.v`:
```
module uart_tx(
  input wire clk,
  input wire reset,
  input wire tx_start, 
  input wire baud_tick, 
  input wire[7:0] tx_data, 
  input wire[1:0] parity_mode,  
  output reg tx,      
  output reg tx_busy  
);
  typedef enum logic [2:0] {idle,start,data,parity,stop} state_t;
  state_t state;
  reg [2:0] bit_idx;  
  reg [7:0] data_buf; 
  reg parity_bit;  
  function automatic parity_calc;
    input [7:0] data;
    input [1:0] mode;
    reg parity;
    begin
      parity=^data; 
      case(mode)
        2'b01: parity_calc=parity; 
        2'b10: parity_calc=~parity; 
        default: parity_calc=1'b0; 
      endcase
    end
  endfunction
  always@(posedge clk or posedge reset) begin
    if(reset) begin
      state<=idle;
      tx<=1'b1;    
      tx_busy<=1'b0;
      bit_idx<=3'd0;
      data_buf<=8'd0;
      parity_bit<=1'b0;
    end else if(baud_tick) begin
      case(state) 
        idle: begin
          tx<=1'b1;
          tx_busy<=1'b0;
          if(tx_start) begin
            data_buf<=tx_data;  
            parity_bit<=parity_calc(tx_data, parity_mode);
            tx_busy<=1'b1; 
            bit_idx<=3'd0; 
            state<=start; 
          end
        end
        start: begin
          tx<=1'b0;  
          state<=data;
        end
        data: begin
          tx<=data_buf[bit_idx];  
          if(bit_idx==3'd7) begin
            if(parity_mode==2'b00)
              state<=stop; 
         	else
              state<=parity; 
          end else begin
            bit_idx<=bit_idx+1; 
          end
        end
        parity: begin
          tx<=parity_bit;
          state<=stop;
        end
        stop: begin
          tx<=1'b1;  
          state<=idle;
          tx_busy<=1'b0;
        end
      endcase
    end
  end
endmodule
```
`./run.sh`:
```
#!/bin/bash
# OpenROAD 26Q1-2900-gdf79404cd8, Yosys 0.63+post, stock flow scripts
make -C /OpenROAD-flow-scripts/flow DESIGN_CONFIG=/design/flow/config.mk WORK_HOME=/design/flow/orfs finish
```
==> CHANGELOG.md <==
## Flow update

* Post-route clock period utilization at 0.963
* Pins Over Slew Limit at 0
* Leakage dissipation at 0.520 nW
* RSZ-0062 raised after global routing: false
* Predominant post-synthesis flop cell: sky130_fd_sc_hd__dfrtp_1
* Number of input and output port buffers inserted at 15
* Global-route wire length before repair at 3440 µm
* Setup CP Type: input port to flop
* Share of post-route cells with drive strength above 1 at 0.224
* Final Instance Area at 1280 µm²
* Dominant cell by count in the synthesized netlist: sky130_fd_sc_hd__dfrtp_1
* Number of synthesized register bits at 19
* Top area cell types: sky130_fd_sc_hd__dfrtp_1 45%, sky130_fd_sc_hd__mux2_2 11%, sky130_fd_sc_hd__dfstp_2 5.5%
* Max-Cap Viols at 0
* RR Endpoint: bit_idx[1]
* Clock transition at the register clock pins on the worst setup and hold paths after CTS at 0.07 ns
* Std cell rows at 27
* Transition time of the tightest slew-check pin at roughly 0.45 ns
* Synth unique cells at 28
* Wirelength, routed at 2050 µm
* Via count of the first global-routing pass at 684
* Placer's final routability congestion estimate at approximately 0.8
* Total number of cells along the worst setup path at 6
* Antenna violations before repair at 0
* Critical path cell sequence: clkdlybuf4s50_1, xor2_2, xnor2_1, xnor2_1, or4b_1, nand3_1
* Effective utilization at floorplan at 0.169
* Synthesized instance count at 84
* Arrival time worst endpoint at 1.93 ns
* Tightest slew margin relative to the limit at 0.699
* Adder-cell share of the synthesized area at 0.0263
* Worst Hold Margin at 0.418 ns
* Reg-to-Reg Start: bit_idx[0]
* Gr usage total at 0.0432
* Die outline height at 97 µm
* OpenROAD warnings at 25
* Post-route clock skew at around 0.0059 ns
* Mean Syn Cell Area at 11.3 µm²
* Leading post-synthesis cells by instance count: 17 x sky130_fd_sc_hd__dfrtp_1, 11 x sky130_fd_sc_hd__nand2_1, 9 x sky130_fd_sc_hd__mux2_2, 6 x sky130_fd_sc_hd__o21ai_0, 6 x sky130_fd_sc_hd__xnor2_1
* Starting DRC count in detailed routing at 72
* Detail-routed via count per cell at slightly below 4
* Post-Synthesis Cell Area at 952 µm²
* Area overhead of the layout relative to synthesis at 34.4%
* Setup slack on the worst flop-to-flop path at approximately 0.23 ns
* CTS tree: yes
* Worst Path Buf+Inv at 1
* Portion of the post-synthesis area used by sequential elements at 0.502
* ANT cells at 0
* Worst IR drop on VDD at around 0.63 mV
* Worst Setup EP: parity_bit
* CP Launch Point: tx_data[0]
* First drt pass iteration count at 4
* Worst setup SP type: input port
* Area of the chip at 9410 µm²
* Hold/Removal Path Class: input port to asynchronous set/reset pin
* CTS root buffer: sky130_fd_sc_hd__clkbuf_8
* Post-CTS resize count at 0
* Hold bufs inserted after CTS at 0
* Result of the run: finished clean
* Kind of end point of the critical path: flop
* Async set or reset register ratio after synthesis at 1.00
* Clock tree sinks at 19
* Post-detailed-route count of antenna-violating nets at 0
* Pwr/cell area at 1100 nW/µm²
* Crit path DRT at 2.00 ns
* # H-tree levels at 1
* Final count of hold timing violations at 0
* Num ports at 16
* Dominant combinational cell family by area after synthesis: multiplexers
* Skew-Pair Late Insertion Delay at 0.26 ns
* Number of synthesized flops with an enable pin at 0
* Largest net degree at the start of global routing at 20
* Largest fanout on the critical path at 2
* Post-synthesis share of cell area spent on xor and xnor gates at 0.0644
* Post-Synth Simple-Gate Area at 0.0986
* Overflow left after global routing at 0
* TritonCTS Buffers at 3
* Cell at the slowest stage of the critical path: sky130_fd_sc_hd__clkdlybuf4s50_1
* Dpl hpwl at between 1500 and 2000 µm
* Combinational gate area at 448 µm²
* FMAX at 577 MHz
* Die span in x at about 97 µm
* Cell type with the largest total area: sky130_fd_sc_hd__dfrtp_1
* Top Family by Delay on Critical Path: simple AND/OR/NAND/NOR gates
* Depth of the most critical reg-to-reg path at 6
* Total chip power at between 1 and 1.5 mW
* Average wire per standard cell at 11.5 µm
* Filler cell count at 599
* Buffer count from post-CTS setup fixing at 0
* Finish-stage setup viols at 0
* Area inside the core boundary at around 5600 µm²
* AO/OA Area Share at 0.122
* Storage cell area at around 480 µm²
* Delay of the slowest cell on the worst path at approximately 0.47 ns
* Cell occurring most often along the worst timing path: sky130_fd_sc_hd__xnor2_1
* Multiplexer share of the synthesized area at 0.151
* Yosys stat chip area at 952 µm²
* Proportion of netlist area held by the largest area contributor at 0.447
* Total number of vias at 688
* Cell area reported after detailed placement at 1230 µm²
* Count of yosys warnings during synthesis at 1
* Total cells reported by yosys after synthesis at 84
* Clock Tree Buf Depth at 2
* Residual DRC at 0
* Final worst path period need at 1.73 ns
-- worst min-delay path, delay by kind of cell --
family / cells / cell delay, ns
buffers and inverters: 3 / 0.70
-- cells in the final DEF (no fill, tap or decap), types with 3 or more instances in the layout --
cell                              count
sky130_fd_sc_hd__clkbuf_8             3
sky130_fd_sc_hd__mux2_2               9
sky130_fd_sc_hd__nand2_1             11
sky130_fd_sc_hd__clkdlybuf4s50_1     15
sky130_fd_sc_hd__buf_4                7
sky130_fd_sc_hd__xnor2_1              6
sky130_fd_sc_hd__inv_1                4
sky130_fd_sc_hd__o21ai_0              6
sky130_fd_sc_hd__dfrtp_1             17
-- layout make-up --
class	count	share of cell area
Sequential cell	19	0.373
Multi-Input combinational cell	58	0.350
Timing Repair Buffer	22	0.158
Tap cell	72	0.0704
Clock buffer	3	0.0323
Inverter	4	0.0117
Clock inverter	1	0.00391
-- layer usage --
metal	track usage	part of all wire	vias up
met5	0	0	-
met4	0	0	0
met3	0.0150	0.043	0
met2	0.0593	0.41	15
met1	0.0667	0.55	328
li1	-	-	345
-- per-stage QoR --
stage                     instances  setup slack [ns]   util  TNS [ns]
after floorplan                  84             0.414      -         0
after global placement          175            -0.196  0.217    -0.196
after detailed placement        175            -0.223  0.217    -0.223
after CTS                       179            0.0438  0.226         0
after global routing            179          0.000417  0.227         0
final                           179            0.0673  0.227         0
-- state kept, by name, summed over array words and instances (netlist names) --
register and cells:
state 5, tx_busy 1, data_buf 8, bit_idx 3, parity_bit 1, tx 1
-- logic make-up (layout without fill, tap and decap cells) --
family	after synthesis	after routing
AND/OR/NAND/NOR	20	20
AND-OR/OR-AND	17	17
multiplexers	12	12
adder cells (fa/ha/maj)	2	2
flip-flops	19	19
buffers and inverters	7	30
XOR/XNOR	7	7
-- power by group --
part	switching [mW]	internal, mW
Sequential	0.131	0.570
Clock	0.140	0.154
Combinational	0.151	0.266
Total	0.422	0.989
-- worst min-delay path by stage --
stage	from	endpoint	slack, ns	depth (start not counted)
4_1_cts	reset	data_buf[6]	0.42	3
5_1_grt	reset	data_buf[6]	0.46	3
6_report	reset	data_buf[4]	0.42	3
Power figures rest on the tool's default switching activity, not on a simulated workload.
