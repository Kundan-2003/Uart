**design.v**
```verilog
module uart_rx(
  input wire clk,
  input wire reset,
  input wire rx,
  input wire sample_tick,
  input wire[1:0] parity_mode,
  output reg[7:0] rx_data,
  output reg rx_done,
  output reg parity_error
);
  typedef enum logic[2:0] {idle,start,data,parity, stop} state_t;
  state_t state; 
  reg [3:0] sample_count; 
  reg [2:0] bit_idx; 
  reg [7:0] data_buf; 
  reg rx_parity;  
  function automatic logic expected_parity;
    input[7:0] data;
    input[1:0] mode;
    reg parity;
    begin
      parity=^data;
      case(mode)
        2'b01:expected_parity=parity;  
        2'b10:expected_parity=~parity;  
        default: expected_parity=1'b0;  
      endcase
    end
  endfunction
  always @(posedge clk or posedge reset) begin
    if(reset) begin
      state<=idle;
      sample_count<=0;
      bit_idx<=0;
      rx_done<=0;
      parity_error<=0;
      data_buf<=8'd0;
      rx_data<=8'd0;
      rx_parity<=1'b0;
    end else if(sample_tick) begin
      rx_done<=0;  
      case(state)
        idle:begin
          if(rx==0) begin  
            state<=start;
            sample_count<=0;
          end
        end
        start: begin
          sample_count<=sample_count+1;
          if(sample_count==4'd7) begin  
            if(rx==0) begin  
              state<=data;
              sample_count<=0;
              bit_idx<=0;
            end else begin
              state<=idle;  
            end
          end
        end
        data:begin
          sample_count<=sample_count+1;
          if(sample_count==4'd15) begin  
            sample_count<=0;
            data_buf[bit_idx]<=rx;  
            if(bit_idx==3'd7) begin 
              if(parity_mode==2'b00) 
                state<=stop;     
              else 
                state<=parity; 
            end else begin
              bit_idx<=bit_idx+1;  
            end
          end
        end
        parity:begin
          sample_count<=sample_count+1;
          if(sample_count==4'd15) begin
            rx_parity<=rx; 
            state<=stop;
            sample_count<=0;
          end
        end
        stop:begin
          sample_count<=sample_count+1;
          if(sample_count==4'd15) begin
            rx_data<=data_buf;  
            rx_done<=1;  
            if(parity_mode!=2'b00)
              parity_error<=(rx_parity!=expected_parity(data_buf,parity_mode));
            else
              parity_error<=0;
            state<=idle;
            sample_count<=0;
          end
        end
      endcase
    end
  end
endmodule
```
**run.sh**
```bash
#!/bin/bash
# OpenROAD 26Q1-2900-gdf79404cd8, Yosys 0.63+post, stock flow scripts
make -C /OpenROAD-flow-scripts/flow DESIGN_CONFIG=/design/flow/config.mk WORK_HOME=/design/flow/orfs finish
```
**config.mk**
```make
export PLATFORM = sky130hd
export DESIGN_NAME = uart_rx
export DESIGN_NICKNAME = uart_rx
export VERILOG_FILES = /design/flow/design.v
export SDC_FILE = /design/flow/constraint.sdc
export NUM_CORES = 4
export LEC_CHECK = 1
export CORE_UTILIZATION = 30
```
**constraint.sdc**
```tcl
current_design uart_rx

set clk_period 3.5
set clk_io_pct 0.2

create_clock -name clk0 -period $clk_period [get_ports {clk}]

set non_clock_inputs [all_inputs -no_clocks]
set_input_delay [expr $clk_period * $clk_io_pct] -clock clk0 $non_clock_inputs
set_output_delay [expr $clk_period * $clk_io_pct] -clock clk0 [all_outputs]
```
==> flow report <==
RUN STATUS
---------------------------------------------------------------------------------------
Run status                                                                 complete, no violations

FINAL LAYOUT
---------------------------------------------------------------------------------------
Most instantiated logic cells after routing                                30 x sky130_fd_sc_hd__dfrtp_1, 21 x sky130_fd_sc_hd__nand2_1, 15 x sky130_fd_sc_hd__clkdlybuf4s50_1, 10 x sky130_fd_sc_hd__mux2_2, 9 x sky130_fd_sc_hd__nand3_1
Most frequent standard cell in the layout excluding fill and tap cells     sky130_fd_sc_hd__dfrtp_1
Number of filler cells placed in the layout                                         489
Synthesis-to-finish area growth                                                   16.1%
Area used by multi-input combinational logic                                   774 um^2
Area occupied by registers                                                     777 um^2
Fraction of layout cells with a size suffix above 1                               14.7%

STA
---------------------------------------------------------------------------------------
Clk_skew                                                                     0.00782 ns
Final period demand of the worst path                                           2.37 ns
Total Negative Setup Slacks                                                        0 ns
Final-report hold violation count                                                     0
Unrepaired setup endpoints after global routing                                      no
Tightest Pin Transition                                                        0.533 ns
# setup viols final                                                                   0
Slew headroom                                                                     64.4%
Number of max-slew violations in the final report                                     0
Post-layout period usage of the worst path                                        67.8%
Top achievable clock speed                                                      421 MHz

CLOCK NETWORK
---------------------------------------------------------------------------------------
Setup Buffers After CTS                                                               0
Hold buffers post-CTS                                                                 0
Clock Latency Late Sink                                                         0.28 ns
CTS Root Buffer Type                                                       sky130_fd_sc_hd__clkbuf_8
Clock sink count                                                                     31
Clock buffer depth                                                                    2
H-tree levels                                                                         2
TritonCTS clock tree                                                              built
Resize count post-CTS                                                                 0
Clock-pin slew of the registers on the worst-case setup and hold paths          0.06 ns
Inserted Clock Buffers                                                                5

SYNTH
---------------------------------------------------------------------------------------
Largest cells by area after synthesis                                      sky130_fd_sc_hd__dfrtp_1 46%, sky130_fd_sc_hd__mux2_2 6.9%, sky130_fd_sc_hd__nand2_1 4.8%, sky130_fd_sc_hd__ha_1 4.6%, sky130_fd_sc_hd__xnor2_1 3.7%
Number of cells in the yosys synthesis report                                       153
Synthesis area per yosys                                                      1640 um^2
Fraction of synthesized area in multiplexers                                      8.40%
FA/HA/MAJ Cells, Area Fraction                                                    4.58%
Fraction of registers with async set or reset after synthesis                      100%
Synth cell types                                                                     38
Post-synthesis cell count                                                           153
Total number of yosys warnings                                                        1
Post-synthesis instance area                                                  1640 um^2
Post-synthesis average cell area                                              10.7 um^2
Dominant flop cell                                                         sky130_fd_sc_hd__dfrtp_1
Area fraction in and, or, nand and nor cells                                      17.7%
Share of synthesized area occupied by flip-flops and latches                      47.4%
EDFF count, synth                                                                     0
Top area contributor share                                                        45.8%
Largest area contributor in the synthesized netlist                        sky130_fd_sc_hd__dfrtp_1
Number of flip-flops and latches in the synthesized netlist                          31
Xor and xnor area share after synthesis                                           4.81%
Synth Area in Compound Gates                                                      11.8%
Largest combinational cell category by area                                simple AND/OR/NAND/NOR gates

DIE
---------------------------------------------------------------------------------------
Floorplan utilization                                                             31.7%
Number of rows created at floorplan                                                  26
Die Area                                                                      5760 um^2
Num ports                                                                            16
Die W                                                                           75.9 um
Die height                                                                      75.9 um
Standard cell core area                                                       5170 um^2

WORST HOLD PATH
---------------------------------------------------------------------------------------
Classification of the worst-slack hold path                                     reg2reg
Number of cells traversed by the worst hold path                                      2

RUN
---------------------------------------------------------------------------------------
Maximum capacitance violations                                                        0
Tool warning count                                                                   28

POWER AND IR DROP
---------------------------------------------------------------------------------------
Design Power                                                                     937 uW
Leakage Power                                                                  0.852 nW
Max rail drop VDD                                                              0.182 mV
Power density over the cells                                                492 nW/um^2

ROUTE
---------------------------------------------------------------------------------------
Wirelength per Cell                                                             11.5 um
Number of antenna cells inserted                                                      0
Iteration count of the initial detailed-routing pass                                  4
Overall via count from detail_route                                                1115
Final wirelength                                                                2770 um
Remaining design rule violation count                                                 0
Number of violations reported at the end of detailed-routing iteration 0             41
Routed vias/inst                                                                   4.65
Detail Route Antenna Nets                                                             0

GLOBAL ROUTING
---------------------------------------------------------------------------------------
Grt ovf                                                                               0
Overall routing resource usage                                                    10.5%
Largest net degree at the start of global routing                                    32
Vias in the first global route                                                     1024
Number of antenna violations at the first check in global routing                     0
First-pass GRT wire length                                                      4840 um

PLACEMENT
---------------------------------------------------------------------------------------
Routability congestion estimate from global placement                             0.783
Count of port buffers added during placement                                         15
Post-detailed-placement half-perimeter wirelength                               1920 um

WORST SETUP PATH
---------------------------------------------------------------------------------------
Element type at the critical path end                                         flip-flop
Count of cells along the worst register-to-register path                              6
Critical path arrival                                                           2.59 ns
Launching element type of the critical path                                   input pin
Critical path type                                                               in2reg
Maximum net fanout on the critical path                                              14
Data required time of the worst path                                            3.72 ns

[critical path: stages]
cell and delay, ns:
sky130_fd_sc_hd__clkdlybuf4s50_1 0.54, sky130_fd_sc_hd__and4_1 0.39, sky130_fd_sc_hd__nand2_1 0.39, sky130_fd_sc_hd__nor4b_1 0.34
sky130_fd_sc_hd__o21ai_0 0.13, sky130_fd_sc_hd__nand3_1 0.09
[cell families after synthesis]
family / count (synthesis)
buf+inv: 14
compound gates: 27
simple gates: 54
xor+xnor: 9
fa+ha+maj: 6
flops: 31
mux: 12
[worst paths after layout]
| check | startpoint | to | slack (ns) |
|---|---|---|---|
| max | sample_tick | parity_error$_DFFE_PP0P_ | 1.13 |
| min | parity_error$_DFFE_PP0P_ | parity_error$_DFFE_PP0P_ | 0.48 |
| max reg2reg | sample_count[0]$_DFFE_PP0P_ | parity_error$_DFFE_PP0P_ | 1.43 |
| min reg2reg | parity_error$_DFFE_PP0P_ | parity_error$_DFFE_PP0P_ | 0.48 |
| max in group asynchronous | reset | state[0]$_DFF_PP1_ | 2.39 |
| min in group asynchronous | reset | parity_error$_DFFE_PP0P_ | 0.80 |
[synthesized netlist by cell type (2+ instances only)]
cell / number
sky130_fd_sc_hd__dfrtp_1: 30
sky130_fd_sc_hd__nand2_1: 21
sky130_fd_sc_hd__mux2_2: 10
sky130_fd_sc_hd__nand3_1: 9
sky130_fd_sc_hd__o21ai_0: 8
sky130_fd_sc_hd__inv_1: 7
sky130_fd_sc_hd__nor2_1: 7
sky130_fd_sc_hd__xnor2_1: 7
sky130_fd_sc_hd__a22o_1: 6
sky130_fd_sc_hd__ha_1: 6
sky130_fd_sc_hd__buf_6: 4
sky130_fd_sc_hd__a21boi_0: 3
sky130_fd_sc_hd__nor3_1: 3
sky130_fd_sc_hd__a21oi_1: 2
sky130_fd_sc_hd__a31oi_1: 2
sky130_fd_sc_hd__a41o_1: 2
sky130_fd_sc_hd__nand3b_1: 2
sky130_fd_sc_hd__nand4b_1: 2
sky130_fd_sc_hd__or3_4: 2
sky130_fd_sc_hd__xor2_1: 2
[sequential cells by signal (all words and copies together) (netlist names)]
signal / flops
rx_data: 8
rx_parity: 1
rx_done: 1
parity_error: 1
state: 5
data_buf: 8
sample_count: 4
bit_idx: 3
[power by group]
part | internal (mW) | leakage (nW) | switching, mW
combinational | 0.102 | 0.397 | 0.0960
clock | 0.141 | 0.0395 | 0.120
sequential | 0.414 | 0.415 | 0.0643
total | 0.657 | 0.852 | 0.280
[metal layers]
metal	global-route usage [%]	up-vias	wire, um
met3	3.18	6	102
met4	1.92	0	57
li1	-	570	-
met5	0	-	0
met2	14.9	18	1160
met1	16.2	521	1450
[stage by stage]
stage	setup WS [ns]	util (%)	instances	hold WS, ns	cell area, um^2
after floorplan	1.44	-	153	0.425	1640
after global placement	0.875	35.2	232	0.466	1820
after detailed placement	0.822	35.2	232	0.474	1820
after CTS	1.13	36.8	240	0.487	1900
after global routing	0.903	36.8	240	0.521	1900
final	1.13	36.8	240	0.475	1900
[area by class of cell]
cell class	instances	share of cell area (%)
multi-input cells	108	40.7
well taps	70	4.60
clock buffers	8	4.21
repair buffers	16	8.28
inverters	7	1.38
flip-flops and latches	31	40.8
Power figures rest on the tool's default switching activity, not on a simulated workload.
